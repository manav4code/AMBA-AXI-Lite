$ cat /design/flow/config.mk
export PLATFORM = sky130hd
export DESIGN_NAME = axi_control_s
export DESIGN_NICKNAME = axi_control_s
export VERILOG_FILES = /design/flow/design.v
export SDC_FILE = /design/flow/constraint.sdc
export NUM_CORES = 4
export LEC_CHECK = 1
export CORE_AREA = 10 10 114 114
export DIE_AREA = 0 0 124 124
$ cat /design/flow/constraint.sdc
current_design axi_control_s

set clk_period 1.2
set clk_io_pct 0.2

create_clock -name clk0 -period $clk_period [get_ports {clk_i}]

set non_clock_inputs [all_inputs -no_clocks]
set_input_delay [expr $clk_period * $clk_io_pct] -clock clk0 $non_clock_inputs
set_output_delay [expr $clk_period * $clk_io_pct] -clock clk0 [all_outputs]
$ cat /design/flow/design.v
module axi_control_s (
    input clk_i,
    input rst_i,
    input           axi_awvalid_i,
    input [31:0]    axi_awaddr_i,
    input 		    axi_wvalid_i,
    input [31:0]    axi_wdata_i,
    input [ 3:0]    axi_wstrb_i,
    input           axi_bready_i,
    input           axi_arvalid_i,
    input [31:0]    axi_araddr_i,
    input           axi_rready_i,
    input [31:0]    mem_rdata_i,
    output          axi_awready_o,
    output          axi_wready_o,
    output          axi_bvalid_o,
    output [ 1:0]   axi_bresp_o,
    output          axi_arready_o,
    output          axi_rvalid_o,
    output [31:0]   axi_rdata_o,
    output [ 1:0]   axi_rresp_o,
    output [31:0] mem_waddr_o,
    output [31:0] mem_raddr_o,
    output [31:0] mem_wdata_o
);
reg axi_awready_inhibit_q;
reg axi_wready_inhibit_q;
reg axi_awaddr_inhibit_q;
reg axi_arready_inhibit_q;
reg axi_araddr_inhibit_q;
parameter slaveAddress = 20'h00001;
always @(posedge clk_i or posedge rst_i) begin
    if(rst_i) begin
        axi_awready_inhibit_q <= 1'b0;
    end
    else if(axi_awready_o && axi_awvalid_i && !axi_wvalid_i && axi_wready_o) begin
        axi_awready_inhibit_q <= 1'b1;       
    end
    else if(axi_wvalid_i && axi_wready_o)begin
        axi_awready_inhibit_q <= 1'b0;       
    end
end
always @(posedge clk_i or posedge rst_i) begin
    if(rst_i)begin
        axi_wready_inhibit_q <= 1'b0;
    end
    else if(axi_wready_o && axi_wvalid_i && axi_awready_o && !axi_awvalid_i) begin
        axi_wready_inhibit_q <= 1'b1;    
    end
    else if(axi_awvalid_i && axi_awready_o)begin
        axi_wready_inhibit_q <= 1'b0;        
    end
end
always @(axi_awaddr_i) begin
    if(axi_awaddr_i > {slaveAddress, 12'hFFF})begin
        axi_awaddr_inhibit_q = 1'b1;
    end
    else axi_awaddr_inhibit_q = 1'b0;
end
assign axi_awready_o = (!axi_awready_inhibit_q);
assign axi_wready_o = (!axi_wready_inhibit_q);
assign mem_waddr_o = (axi_awvalid_i && axi_awready_o && !axi_awaddr_inhibit_q) ? axi_awaddr_i : 'bz;
assign mem_wdata_o = (axi_wready_o && axi_wvalid_i && !axi_awaddr_inhibit_q) ? axi_wdata_i : 'bz;
assign axi_bvalid_o = (axi_wready_o && axi_wvalid_i);
assign axi_bresp_o = (axi_bvalid_o == 1'b0) ? 'bz :
                     ((axi_awaddr_inhibit_q) ? 2'b11 : 2'b00);
always @(posedge clk_i or posedge rst_i) begin
    if(rst_i)begin
        axi_arready_inhibit_q <= 1'b0;
    end
    else if(axi_arready_o && axi_arvalid_i && !(axi_rvalid_o && axi_rready_i))begin
        axi_arready_inhibit_q <= 1'b1;       
    end
    else if(axi_rready_i && axi_rvalid_o)begin
        axi_arready_inhibit_q <= 1'b0;
    end
end
always @(axi_araddr_i) begin
    if(axi_araddr_i > {slaveAddress, 12'hFFF})begin
        axi_araddr_inhibit_q = 1'b1;
    end
    else axi_araddr_inhibit_q = 1'b0;
end
assign axi_arready_o = (!axi_arready_inhibit_q);
assign axi_rvalid_o = (axi_arvalid_i && axi_arready_o);
assign mem_raddr_o = (axi_arvalid_i && axi_arready_o && !axi_araddr_inhibit_q) ? axi_araddr_i : 'bz;
assign axi_rdata_o = (axi_rready_i == 1) ? mem_rdata_i : 'bz;
assign axi_rresp_o = axi_rready_i ? ((axi_araddr_inhibit_q) ? 2'b11 : 2'b00) : 2'bz;
endmodule
$ cat /design/flow/run.sh
#!/bin/bash
# OpenROAD 26Q1-2900-gdf79404cd8, Yosys 0.63+post, stock flow scripts
make -C /OpenROAD-flow-scripts/flow DESIGN_CONFIG=/design/flow/config.mk WORK_HOME=/design/flow/orfs finish
==> results.json <==
{
  "outcome": "finished, violations left",
  "violations": "negative setup slack",
  "ir_worst_vdd_mv": 0.7099,
  "grt_pass1_vias": 900,
  "yosysTopAreaCell": "buf_4",
  "globalplace.congestion": 0.6787,
  "hpwl_um": 3792,
  "yosys-stat-area_um2": 1194,
  "fin_setup_tns_ns": -1.854,
  "slew-limit-headroom_pct": 85.13,
  "syn_inst": 157,
  "top_cell_area_share_pct": 81.76,
  "worstSetupEndpointType": "output port",
  "clk_pin_slew_ns": 0.03,
  "grt_overflow": 0,
  "ys_ff": 3,
  "insertion_delay_ns": 0.21,
  "die_area_um2": 15380,
  "initialDrtViolationCount": 7,
  "antenna_found_initial": 0,
  "hold_path_class": "primary input to async pin",
  "rsz0062_at_grt": "true",
  "warnings": 33,
  "post-route-min-period_ns": 1.779,
  "syn_to_final_growth_pct": 27.04,
  "num_vias": 802,
  "rows": 37,
  "max-clock-path-buffers": 2,
  "setup_viol": 4,
  "stdcell_area_um2": 1516,
  "cts_tree": "yes",
  "tightest_slew_ns": 0.2214,
  "cts-root-buf": "clkbuf_8",
  "power.total_w": 0.001007,
  "worstSetupPathType": "primary input to output port",
  "io_pins": 276,
  "antenna_left": 0,
  "n_fill_cell": 1165,
  "die_h_um": 124,
  "syn_area_um2": 1194,
  "grt_max_degree": 4,
  "cts.sinks": 3,
  "grt_pass1_wl_um": 5844,
  "max_freq_ghz": 0.5621,
  "post_synth_num_cell_types": 11,
  "drive_gt1_share_pct": 52.17,
  "ys_cells": 157,
  "area_leaders": "buf_4, dfrtp_1, nor4_1",
  "syn_avg_cell_area_um2": 7.603,
  "drc_errors": 0,
  "die_w_um": 124,
  "routedWlPerCell_um": 15.97,
  "dp_slack_ns": -1.187,
  "power_leakage_nw": 0.6449,
  "maxCapViolCount": 0,
  "wl_um": 4377,
  "cp.arrival_ns": 1.54,
  "dr.pass1.iters": 3,
  "antennaDiodeCount": 0,
  "grt_usage_pct": 4.999,
  "ys_seq_share_pct": 6.289,
  "slew_violations": 0,
  "cts_buffers": 3,
  "hold_viol": 0,
  "coreArea_um2": 10420,
  "initCoreUtil_pct": 11.46,
  "fin_crit_sh_pct": 148.2,
  "worstPathMaxFanout": 2,
  "start_kind": "primary input",
  "ys.warnings.count": 7,
  "cp_data_required_time_ns": 0.96,
  "io_buffers": 90,
  "place_area_um2": 1434,
  "vias_per_cell": 2.927,
  "cts_max_level": 1,
  "final.setup.worst_slack_ns": -0.5789,
  "power_density_nw_per_um2": 664.4,
  "final.setup_skew_ns": 0.00001263
}
## cells in the final DEF, fill, tap and decap left out
cell | synthesis | final
o21ai_0 | 1 | 1
nor2_1 | 2 | 2
nand4_1 | 2 | 2
clkdlybuf4s15_2 | 0 | 7
buf_2 | 0 | 15
dlymetal6s2s_1 | 0 | 3
buf_6 | 0 | 11
inv_1 | 5 | 3
inv_2 | 0 | 2
clkdlybuf4s15_1 | 0 | 3
dlygate4sd2_1 | 0 | 11
dfrtp_1 | 3 | 3
buf_4 | 130 | 17
clkbuf_1 | 0 | 1
or4_4 | 0 | 2
buf_8 | 0 | 3
clkbuf_8 | 0 | 3
nor4_4 | 0 | 7
clkdlybuf4s50_1 | 0 | 34
clkbuf_2 | 0 | 3
nor4_2 | 2 | 1
a21oi_1 | 3 | 3
nor2b_4 | 0 | 1
## worst paths after layout
path,from,end,slack (ns),cells past startpoint
min reg2reg,axi_awready_inhibit_q$_DFFE_PP0P_,axi_awready_inhibit_q$_DFFE_PP0P_,0.51,2
min,rst_i,axi_arready_inhibit_q$_DFFE_PP0P_,0.21,2
min in group clk0,axi_wvalid_i,axi_wready_inhibit_q$_DFFE_PP0P_,0.46,3
max in group asynchronous,rst_i,axi_wready_inhibit_q$_DFFE_PP0P_,0.86,2
max reg2reg,axi_wready_inhibit_q$_DFFE_PP0P_,axi_awready_inhibit_q$_DFFE_PP0P_,0.33,4
max,axi_awaddr_i[25],axi_bresp_o[0],-0.58,6
## Yosys cell counts
master,n
a21oi_1,3
o21ai_0,1
nor4_2,2
nor2b_1,1
nor4_1,6
or4_1,2
nand4_1,2
buf_4,130
nor2_1,2
inv_1,5
dfrtp_1,3
## critical path: stages
cell,delay [ns]
buf_8,0.11
nor4_4,0.25
buf_4,0.15
nand4_1,0.14
or4_4,0.53
buf_6,0.13
## metal layers
metal / GRT usage, % / share of wire [%] / routed length, um / up-vias
met3: 3.168 / 14 / 620 / 52
li1: - / - / - / 332
met5: 0 / 0 / 0 / -
met1: 5.453 / 33 / 1446 / 334
met2: 6.821 / 45 / 1989 / 84
met4: 3.813 / 7.3 / 319 / 0
## area by class of cell
cell class / instances / area, um2 / area share [%]
sequential: 3 / 75.07 / 4.951
multi-input combinational: 19 / 237.7 / 15.68
timing repair buffer: 107 / 969.7 / 63.94
tap: 136 / 170.2 / 11.22
inverter: 5 / 18.77 / 1.238
clock buffer: 4 / 45.04 / 2.970
## state kept, by name, summed over array words and instances (netlist names)
signal	cells
axi_wready_inhibit_q	1
axi_arready_inhibit_q	1
axi_awready_inhibit_q	1
## report_power, final
group / switching, W / internal [W]
sequential: 0.0000261 / 0.000136
clock: 0.0000627 / 0.000226
combinational: 0.000177 / 0.000379
total: 0.000266 / 0.000742
## repair_timing
| action | CTS | global route |
|---|---|---|
| gates resized | 167 | 25 |
| setup buffers | 3 | 2 |
| hold buffers | 0 | 0 |
| endpoints found under the setup margin | 47 | 12 |
| pin swaps | 12 | 5 |
## cell families (layout without fill, tap and decap cells)
family / after synthesis / in the layout / share of synthesized area, %
compound gates: 4 / 4 / 1.676
flops: 3 / 3 / 6.289
simple gates: 15 / 15 / 8.700
buf+inv: 135 / 116 / 83.33
## metrics by stage
stage	util, %	hold slack, ns	cells
6_report	14.56	0.2108	274
3_3_place_gp	13.77	0.4273	265
4_1_cts	13.87	0.2116	272
5_1_grt	14.56	0.2160	274
2_1_floorplan	-	-0.006356	157
3_5_place_dp	13.77	0.4326	265
